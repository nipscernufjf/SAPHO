## ./config.mk

```make
export PLATFORM = sky130hd
export DESIGN_NAME = ula_fl
export DESIGN_NICKNAME = ula_fl
export VERILOG_FILES = /design/flow/design.v
export SDC_FILE = /design/flow/constraint.sdc
export NUM_CORES = 4
export LEC_CHECK = 1
export CORE_AREA = 10 10 108 108
export DIE_AREA = 0 0 118 118
```

## ./design.v

```verilog
module mymux
#(
	parameter NCOMP = 2,
	parameter NBITS = 8
)
(
	input  [NCOMP-1:0] A, B,
	input  [NBITS-1:0] in1, in2,
	output [NBITS-1:0] out
);
assign out = (A==B) ? in1 : in2;
endmodule
module norm
#(
	parameter EXP = 8,
	parameter MAN = 23
)
(
	input                     sig,
	input  signed [EXP-1  :0] exp,
	input         [MAN-1  :0] man,
	output        [MAN+EXP:0] out
);
wire [EXP-1:0] w [MAN-1:0];
wire        [EXP-1:0] sh    =  w[MAN-2];
wire                  out_s =  sig;
wire signed [EXP-1:0] out_e = (man == {MAN{1'b0}}) ? {1'b1, {EXP-1{1'b0}}} : exp - sh;
wire        [MAN-1:0] out_m =  man << sh;
mymux #(1, EXP)mm1(man[MAN-1], 1'b0, {{EXP-1{1'b0}}, {1'b1}}, {EXP{1'b0}}, w[0]);
genvar i;
generate
	for (i = 1; i < MAN-1; i = i+1) begin : norm
		mymux #(i+1, EXP)mm(man[MAN-1:MAN-1-i], {i+1{1'b0}}, i[EXP-1:0] + {{EXP-1{1'b0}}, {1'b1}}, w[i-1], w[i]);
	end
endgenerate
assign out = {out_s, out_e, out_m};
endmodule
module denorm
#(
	parameter EXP = 8,
	parameter MAN = 23
)
(
	input                     s1_in,  s2_in,
	input  signed [EXP-1:0]   e1_in,  e2_in,
	input         [MAN-1:0]   m1_in,  m2_in,
	output signed [EXP-1:0]   e_out,
	output signed [MAN  :0] sm1_out, sm2_out
);
wire signed [EXP:0] eme    = e1_in-e2_in;
wire                ege    = eme[EXP];
wire        [EXP:0] shift2 = (ege) ?  {EXP+1{1'b0}} : eme;
wire        [EXP:0] shift1 = (ege) ? -eme : {EXP+1{1'b0}};
assign e_out = (ege) ? e2_in : e1_in;
wire [MAN-1:0] m1_out = m1_in >> shift1;
wire [MAN-1:0] m2_out = m2_in >> shift2;
assign sm1_out = (s1_in) ? -m1_out : m1_out;
assign sm2_out = (s2_in) ? -m2_out : m2_out;
endmodule
module outmux
#(
	parameter NBITS = 32
)
(
	input      [      3:0] op,
	input      [NBITS-1:0] in1, in2,
	input      [NBITS-1:0] sum,
	input      [NBITS-1:0] mul,
	input      [NBITS-1:0] div,
	output reg [NBITS-1:0] out
);
always @ (*) begin
	case (op)
		4'd0   : out <= in2;         
		4'd1   : out <= in1;         
		4'd2   : out <= sum;         
		4'd3   : out <= mul;         
		4'd4   : out <= div;         
		default: out <= {NBITS{1'bx}};
	endcase
end
endmodule
module mysoma
#(
	parameter EXP = 8,
	parameter MAN = 23
)
(
	input  signed [EXP-1:0] e_in,
	input  signed [MAN  :0] sm1_in, sm2_in,
	output                  s_out,
	output signed [EXP-1:0] e_out,
	output        [MAN-1:0] m_out
);
wire signed [MAN+1:0] soma = sm1_in + sm2_in;
wire signed [MAN+1:0] m    = (soma[MAN+1]) ? -soma : soma;
assign s_out = soma[MAN+1];
assign e_out = e_in + {{EXP-1{1'b0}}, {1'b1}};  
assign m_out = m[MAN:1];
endmodule
module mymult
#(
	parameter EXP = 8,
	parameter MAN = 23
)
(
	input                   s1, s2,
	input  signed [EXP-1:0] e1, e2,
	input         [MAN-1:0] m1, m2,
	output                  s_out,
	output signed [EXP-1:0] e_out,
	output        [MAN-1:0] m_out
);
wire        [2*MAN-1:0] mult = m1 * m2;
wire signed [  EXP  :0] e    = e1 + e2 + MAN;  
assign s_out = (s1 != s2);
wire     unf = (e[EXP:EXP-1] == 2'b10);        
assign e_out =  e[EXP-1:0];
assign m_out = (unf) ? {{MAN{1'b0}}} : mult[2*MAN-1:MAN];
endmodule
module mydiv
#(
	parameter EXP = 8,
	parameter MAN = 23
)
(
	input                   s1, s2,
	input  signed [EXP-1:0] e1, e2,
	input         [MAN-1:0] m1, m2,
	output                  s_out,
	output signed [EXP-1:0] e_out,
	output        [MAN-1:0] m_out
);
wire [2*MAN-2:0] m1_ext = {m1, {MAN-1{1'b0}}};
wire [2*MAN-2:0] div    = m1_ext / m2;
assign s_out = (s1 != s2);
assign e_out = e1 - e2 - MAN + {{EXP-1{1'b0}}, {1'b1}};
assign m_out = div[MAN-1:0];
endmodule
module ula_fl
#(
	parameter           EXP = 8,
	parameter [EXP-1:0] MAN = 23,
	parameter           DIV = 0,
	parameter           MLT = 0,
	parameter           ADD = 0,
	parameter           LES = 0,
	parameter           EQU = 0,
	parameter           LIN = 0,
	parameter           LAN = 0,
	parameter           GRE = 0,
	parameter           LOR = 0,
	parameter           NEG = 0
)
(
	input         [      3:0] op,
	input         [MAN+EXP:0] in1, in2,
	output        [MAN+EXP:0] out
);
wire                  s1 = in1[MAN+EXP];
wire                  s2 = in2[MAN+EXP];
wire signed [EXP-1:0] e1 = in1[MAN+EXP-1:MAN];
wire signed [EXP-1:0] e2 = in2[MAN+EXP-1:MAN];
wire signed [MAN-1:0] m1 = in1[MAN-1:0];
wire signed [MAN-1:0] m2 = in2[MAN-1:0];
wire signed [EXP-1:0] de;
wire signed [MAN  :0] dm1, dm2;
denorm #(EXP, MAN) denorm(s1, s2, e1, e2, m1, m2, de, dm1, dm2);
wire                  sum_s;
wire signed [EXP-1:0] sum_e;
wire        [MAN-1:0] sum_m;
generate if (ADD == 1) begin
mysoma #(EXP,MAN) mysoma(de,dm1,dm2,sum_s,sum_e, sum_m);
end else begin
assign sum_s =      1'bx;
assign sum_e = {EXP{1'bx}};
assign sum_m = {MAN{1'bx}};
end endgenerate
wire les;
wire equ;
wire inv;
wire ann;
wire gre;
wire orr;
generate if (LES == 1) assign les = dm1    <  dm2;    else assign les = 1'bx; endgenerate
generate if (EQU == 1) assign equ = in1    == in2;    else assign equ = 1'bx; endgenerate
generate if (LIN == 1) assign inv =          ~in2[0]; else assign inv = 1'bx; endgenerate
generate if (LAN == 1) assign ann = in1[0] &  in2[0]; else assign ann = 1'bx; endgenerate
generate if (GRE == 1) assign gre = dm1    >  dm2;    else assign gre = 1'bx; endgenerate
generate if (LOR == 1) assign orr = in1[0] |  in2[0]; else assign orr = 1'bx; endgenerate
reg cmp;
always @ (*) begin
	case (op)
		4'd6   : cmp <= les;  
		4'd7   : cmp <= equ;  
		4'd8   : cmp <= inv;  
		4'd9   : cmp <= ann;  
		4'd10  : cmp <= gre;  
		4'd11  : cmp <= orr;  
		default: cmp <= 1'bx;
	endcase
end
wire                  mul_s;
wire signed [EXP-1:0] mul_e;
wire        [MAN-1:0] mul_m;
generate if (MLT == 1) begin
mymult #(EXP,MAN) mymult(s1,s2,e1,e2,m1,m2,mul_s,mul_e,mul_m);
end else begin
assign mul_s =      1'bx;
assign mul_e = {EXP{1'bx}};
assign mul_m = {MAN{1'bx}};
end endgenerate
wire                  div_s;
wire signed [EXP-1:0] div_e;
wire        [MAN-1:0] div_m;
generate if (DIV == 1) begin
mydiv #(EXP,MAN) mydiv (s1,s2,e1,e2,m1,m2,div_s,div_e,div_m);
end else begin
assign div_s =      1'bx;
assign div_e = {EXP{1'bx}};
assign div_m = {MAN{1'bx}};
end endgenerate
wire                  mux_s;
wire signed [EXP-1:0] mux_e;
wire        [MAN-1:0] mux_m;
wire        sm;
wire [3:0] opm;
generate if (NEG == 1) begin
assign  sm = (op == 4'd5) ? !s2  : s2;
assign opm = (op == 4'd5) ? 4'd0 : op;
end else begin
assign  sm = s2;
assign opm = op;
end endgenerate
outmux #(1'b1) omux_s(opm, s1, sm, sum_s, mul_s, div_s, mux_s);
outmux #(EXP ) omux_e(opm, e1, e2, sum_e, mul_e, div_e, mux_e);
outmux #(MAN ) omux_m(opm, m1, m2, sum_m, mul_m, div_m, mux_m);
wire [MAN+EXP:0] ari_out;
norm #(EXP, MAN) norm(mux_s, mux_e, mux_m, ari_out);
assign out[MAN+EXP:MAN] =                       ari_out[MAN+EXP:MAN];
assign out[MAN-1      ] = (opm > 4'd5) ? 1'b1 : ari_out[MAN-1];
assign out[MAN-2  :  1] =                       ari_out[MAN-2:1];
assign out[          0] = (opm > 4'd5) ?  cmp : ari_out[0];
endmodule 
```

## ./constraint.sdc

```tcl
current_design ula_fl

set clk_period 19.6
set clk_io_pct 0.2

create_clock -name clk0 -period $clk_period

set non_clock_inputs [all_inputs -no_clocks]
set_input_delay [expr $clk_period * $clk_io_pct] -clock clk0 $non_clock_inputs
set_output_delay [expr $clk_period * $clk_io_pct] -clock clk0 [all_outputs]
```

## ./run.sh

```bash
#!/bin/bash
# OpenROAD 26Q1-2900-gdf79404cd8, Yosys 0.63+post, stock flow scripts
make -C /OpenROAD-flow-scripts/flow DESIGN_CONFIG=/design/flow/config.mk WORK_HOME=/design/flow/orfs finish
```

==> run summary <==
The run has ended; figures from its reports follow.

The flow ran to the end, and the final reports show no timing, DRC or antenna violations. The leakage component of the power was reported as 1.27 nW. The number of gates resized after CTS is 0. The number of nets still failing antenna checks after routing is 0. The tightest min-delay check is of the in2out type. The maximum number of pins on one net before global-route repair is around 55. The largest individual stage delay along the critical path comes from the cell or4b_4. The number of global-route vias before repair came to 3,128. The element type at the critical path start is an input pin. The first TritonRoute pass finished after 5 iterations. The total standard cell area after synthesis came out at 2400 sq um.

Checking max transition, the worst relative margin is 0.453. The count of vias placed by the detailed router is 3,195. The wire length of the first global-routing pass is roughly 17,000 microns.

The number of antenna diodes is 0. The number of hold violations in the final report is 0. For reference, the most critical setup path is categorized as in2out. The number of pins exceeding their max-slew limit in the final report is 0. Summed over all instances, the cell type with the most area after synthesis is nand2_1. The final critical delay including setup and external delays came out at approximately 13,000 ps. After legalization and detailed placement, the total HPWL measured between 8000 and 9000 microns. The flow reported a cell area power density of between 20 and 30 nW/um^2.

In this run, post-CTS hold repair placed 0 buffers. The post-synthesis cell count came out at 373. The final number of setup-violating endpoints is 0. The placeable core region is about 9300 sq um. The post-route setup TNS is 0 ps. The netlist uses 70 different library cells. The yosys stat chip area is around 2400 sq um. In this run the full chip footprint comes out at around 14,000 sq um.

Per the detail_route report, routed wire per instance is between 15 and 20 microns. The peak fanout along the critical path came out at 39. The global routing report lists combined usage of all routing layers as 0.141. Pin placement for this block handled 100 I/O pins. Buffers added to address setup during post-CTS repair amount to 0. In the post-synthesis netlist, the biggest area contributors are nand2_1 10%, mux4_2 7.5%, nor2_1 6.7%.

The post-layout period usage of the worst path is 0.676. The share of the synthesized area in the top cell type is 0.103. The instance count after placement with tap cells included is 585. The port buffer count is roughly 100. Listed in order, past its start point the critical path passes clkdlybuf4s50_1, or4b_4, o41ai_1, and2_1, inv_4, nor3_2, o21bai_2, inv_2, ha_1, nor2b_1, o21ai_0, nand2b_1, a21o_1, a21oi_1, o21ai_0, xnor2_1, nand2b_1, clkdlybuf4s50_1. The number of rows in the core area came out at 35. The number of cells in the finished layout apart from fillers came out at around 590. Counting the clock-network buffers in the layout gives 0. The part of the Yosys area used for sequential elements is 0. The width of the chip is about 120 microns.

On the worst path, the slowest cell contributes a delay of 800 ps. The net switching component of the power is about 0.041 mW. STA classifies the critical path endpoint as an output pin. The share of layout cells above drive strength 1 came out at 0.0768. At the worst endpoint, the arrival time is approximately 9300 ps. The design internal power is ~0.05 mW. In the post-route report, total wirelength is listed as ~10,000 microns. The number of warning messages in the yosys log came out at 5. The overall die height is 118 microns. Of the total power, registers draw 0. The placer's final routability congestion estimate came out at 0.953. Broken down by cell family, the worst path's largest delay share belongs to simple AND/OR/NAND/NOR gates. The data required time of the critical path is approximately 16,000 ps.

After global routing the overflow that remains totals 0. The switching share of power came out at 0.455. The share of total power dissipated in combinational logic is 1.000. In this run, the number of DRC markers left after iteration 0 of detailed routing was 212. The worst-case vdd ir drop is 0.0000102 V. The relative area change from synthesis to final layout is 44.6%. The number of cells in the yosys synthesis report came out at 373. The number of antenna violations at the first check in global routing came out at 0. The initial core utilization came out at 0.259. The highest clock rate is around 76 MHz. The post-detailed-route via-to-cell ratio came out at 5.46.

The fraction of power consumed by the clock network came out at 0. Each instance of the synthesized netlist takes up on average between 6 and 7 sq um. OpenROAD emitted warnings numbering 33. The area taken by flip-flops and latches is 0 sq um.

The total buffers and inverters traversed by the critical path is 4. The number of maximum-capacitance violations came out at 0. The worst-margin pin slew is ~820 ps. The detailed-route DRC error count came out at 0. Setup repair after global routing left no endpoint under its margin. The sequential cell count is 0.
synthesized netlist by cell type, types with 3 or more instances:
cell / n
buf_6: 5
o22ai_1: 9
nor3b_1: 3
mux2_2: 4
a2bb2oi_1: 3
nand4_1: 5
o211ai_1: 4
nand2_1: 66
or3_1: 5
a211oi_1: 9
mux2i_1: 14
buf_4: 3
nand2b_1: 6
o21ai_0: 22
xnor2_1: 4
a21o_1: 4
inv_1: 9
a31oi_1: 3
nand3_1: 4
nor4_1: 7
nor2_1: 43
or4_1: 3
nor3_1: 16
buf_2: 8
clkbuf_1: 7
and3_1: 4
nor2b_1: 6
o21ai_1: 4
ha_1: 6
mux4_2: 8
a21oi_1: 28
cell usage in the layout (no fill, tap or decap), types with 5 or more instances in the layout:
cell	count
nor2_1	43
o22ai_1	9
inv_1	9
mux2i_1	14
a211oi_1	9
a21oi_1	28
buf_4	6
nand4_1	5
nor2b_1	6
nand2_1	66
or3_1	5
clkdlybuf4s50_1	100
nor3_1	16
nor4_1	7
o21ai_0	22
mux4_2	8
ha_1	6
nand2b_1	6
logic make-up after synthesis:
logic type	after synthesis	share of synthesized area
xor+xnor	6	0.0219
buf+inv	35	0.0803
compound gates	118	0.331
mux	29	0.174
simple gates	178	0.353
fa+ha+maj	7	0.0396
metal layers:
| layer | GRT usage | part of all wire |
|---|---|---|
| met3 | 0.0335 | 0.10 |
| met2 | 0.224 | 0.46 |
| met4 | 0.0124 | 0.0093 |
| met5 | 0 | 0 |
| met1 | 0.197 | 0.43 |
area by class of cell:
class                           count  area [sq um]
Fill cell                         987          5810
Inverter                           12          47.5
Multi-Input combinational cell    338          2220
Tap cell                          129           161
Timing Repair Buffer              106          1050
per-stage QoR:
| step | cell area [sq um] | utilization | setup WS, ps | hold WS [ps] | power, mW |
|---|---|---|---|---|---|
| final | 3470 | 0.374 | 6360 | 8730 | 0.0908 |
| after global routing | 3470 | 0.374 | 5980 | 8800 | 0.0996 |
| after CTS | 3470 | 0.374 | 6400 | 8750 | 0.0908 |
| after detailed placement | 3470 | 0.374 | 6380 | 8750 | 0.0904 |
| after global placement | 3470 | 0.374 | 6570 | 8740 | 0.0908 |
| after floorplan | 2400 | - | 8400 | 7900 | 0.0429 |
power by group through the flow:
stage	registers, mW	logic [mW]	clock network (mW)
6_report	0	0.0908	0
5_1_grt	0	0.0996	0
4_1_cts	0	0.0908	0
worst min-delay path, stage by stage:
cell and delay (ps):
clkdlybuf4s50_1 400, nand2_1 50, nand2_1 50, clkdlybuf4s50_1 400
final timing paths:
path | from | cells after the start | end
worst max-delay path | op[2] | 18 | out[30]
worst min-delay path | in2[31] | 4 | out[31]
No activity file was given, so power comes from the tool's default toggle rates.
